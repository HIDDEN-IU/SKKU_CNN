==> ./design.v <==
module UART_RX #(
parameter clk_per_bit = 87)(
input clk,
input rst_n,
input serial_in,
output [15:0] serial_out,
output rx_done
);
parameter IDLE = 3'b000;
parameter RX_START = 3'b001;
parameter RX_DATA_BITS = 3'b010;
parameter RX_STOP_BIT = 3'b011;
parameter CLEANUP = 3'b100;
reg [15:0] rx_byte_reg;
reg [7:0] clk_count;
reg [2:0] bit_idx;  
reg [2:0] rx_state;
reg rx_data;
reg rx_done_reg;
reg rx_data_reg;
always @ (posedge clk)
begin
    rx_data_reg <= serial_in;
    rx_data <= rx_data_reg;
end
always @ (posedge clk or negedge rst_n)
begin
    if (~rst_n) begin
        rx_state <= IDLE;
        rx_data <= 1'b1;
        clk_count <= 8'd0;
        bit_idx <= 3'd7;
        rx_byte_reg <= 15'd0;
        rx_done_reg <= 1'b0;  
    end else begin
        case (rx_state)
        IDLE : begin
            if (rx_data == 0) begin
                rx_state <= RX_START;
            end
        end
        RX_START : begin
            if (clk_count == ((clk_per_bit - 1)/2)) begin
                if (rx_data == 0) begin
                    clk_count <= 8'd0;
                    rx_state <= RX_DATA_BITS;
                end else begin
                    rx_state <= IDLE;
                end
            end else begin
                clk_count <= clk_count + 8'd1;
            end
        end
        RX_DATA_BITS : begin
            if (clk_count < (clk_per_bit - 1)) begin
                clk_count <= clk_count + 8'd1;
            end else begin
                clk_count <= 8'd0;
                if (bit_idx >= 0) begin
                    bit_idx <= bit_idx - 3'd1;
                    rx_byte_reg[bit_idx] <= rx_data;
                end else begin
                    bit_idx <= 3'd7;
                    rx_state <= RX_STOP_BIT;
                end
            end
        end
        RX_STOP_BIT : begin
            if (clk_count < (clk_per_bit - 1)) begin
                clk_count <= clk_count + 1;
            end else begin
                clk_count <= 8'd0;
                rx_done_reg <= 1'b1;
                rx_state <= CLEANUP;
            end
        end
        CLEANUP : begin
            rx_state <= IDLE;
            rx_done_reg <= 1'b0;
        end
        default : begin
            rx_state <= IDLE;
        end
        endcase
    end
end
assign rx_done = rx_done_reg;
assign serial_out = rx_byte_reg;
endmodule
==> ./run.sh <==
#!/bin/bash
# OpenROAD 26Q1-2900-gdf79404cd8, Yosys 0.63+post, stock flow scripts
make -C /OpenROAD-flow-scripts/flow DESIGN_CONFIG=/design/flow/config.mk WORK_HOME=/design/flow/orfs finish
==> ./config.mk <==
export PLATFORM = sky130hd
export DESIGN_NAME = UART_RX
export DESIGN_NICKNAME = UART_RX
export VERILOG_FILES = /design/flow/design.v
export SDC_FILE = /design/flow/constraint.sdc
export NUM_CORES = 4
export LEC_CHECK = 1
export CORE_AREA = 10 10 70 70
export DIE_AREA = 0 0 80 80
==> ./constraint.sdc <==
current_design UART_RX

set clk_period 2.1
set clk_io_pct 0.2

create_clock -name clk0 -period $clk_period [get_ports {clk}]

set non_clock_inputs [all_inputs -no_clocks]
set_input_delay [expr $clk_period * $clk_io_pct] -clock clk0 $non_clock_inputs
set_output_delay [expr $clk_period * $clk_io_pct] -clock clk0 [all_outputs]
==> run notes <==
run results: status=finished, final reports clean, Placed Cells incl. Taps=111, overflow left after global routing=0, total wirelength of the detailed-routed design=1246 um, R2R Path Start=clk_count[5], internal power component=0.2869 mW, maximum VDD drop=230.2 uV, vias in the first global route=454, flip-flop and latch count after synthesis=11, mux cell area share after synthesis=1.449%, critical path arrival=1.12 ns, setup TNS=0 ns, worst reg2reg path endpoint=clk_count[3], core box area=3416 um^2, postcts setup bufs=0, capturing element of the worst setup path=rx_done, clock slew at reported path FFs=0.07 ns, ANT cells=0, relative contribution of sequential cells to total power=59.2%, Top delay family on crit path=buffers and inverters, Slowest cell on crit path=clkdlybuf4s50_1, final setup skew=0.009408 ns, CP Class=register to output port, number of standard cells reported by yosys=65, DRC=0, power density cells=493.3 nW/um^2, slack of the worst reg-to-reg path=0.70 ns, power share of the combinational group=2.0%, share of synthesized area occupied by flip-flops and latches=39.86%, Routability Congestion=0.8081, fraction of the core area occupied by cells at floorplan=20.22%, top cells by area=dfrtp_1 (40%), buf_4 (17%), o311ai_2 (9.4%), Num CTS Buffers=3, worst path bufs/invs=1, number of detailed-route iterations in the first pass=3, vias=456, library cell occupying the most area in the post-synthesis netlist=dfrtp_1, Die ar.=6400 um^2, number of buffers inserted for hold repair after clock tree synthesis=0, adder and majority gate portion of the synthesized area=1.812%, number of buffers inserted by port buffering=2, Area Overhead vs Synth=5.073%, ports placed on the boundary=20, largest fanout of any net on the critical path=3, path category of the worst min-delay check=input port to async pin, overall power=0.3580 mW, critical path cell sequence=clkdlybuf4s50_1, dominant non-sequential cell family after synthesis=AND-OR/OR-AND gates, simple-gate share of the synthesized area=11.59%, max capacitance violation total=0, share of the cycle needed by the critical path after routing=73.31%, Vert. Die Dim=80 um, P_sw=0.07115 mW, Log Warnings=26, type of element capturing the critical path=output port, max reg flops=8, synthesis warning total=3, die extent in x=80 um, CTS root buffer=clkbuf_4, delay contributed by the slowest stage of the critical path=0.47 ns, per-instance average area after synthesis=10.63 um^2, CTS H-Tree Depth=1, Data required, critical path=1.68 ns, switching share of total power=19.87%, clock tree from TritonCTS=done, routed len/inst=10.83 um, cell count after synthesis=65, Stages on worst setup path=1, leakage power total=0.3063 nW, Peak Freq=0.6495 GHz, clock tree sinks=11, largest net degree at the start of global routing=12, Netlist cell types=28, fraction of layout cells with a size suffix above 1=20.29%, kind of start point of the critical path=register, worst reg2reg path depth=3, xor and xnor fraction of the mapped netlist area=0%, antenna-violating nets left=0, global-route wire length before repair=2001 um, Final Core Density=21.25%, initial antenna violation count=0, post-synthesis cell area=690.7 um^2, number of gates resized after CTS=0, initial DRC count=53, Slew Limit Fails=0, final hold violation count=0, num rows=21, yosys synthesis chip area=690.7 um^2, Placement Cell Area=699.4 um^2, number of vias per cell=3.965, yosys aoi share=24.46%, RSZ-0062 raised after global routing=false, post-route design area=725.7 um^2, Min Clock Period, post-route=1.540 ns, source of the critical timing path=rx_done_reg, number of buffers on the longest clock path=2, clock network fraction of total power=38.9%, overall routing resource usage=3.786%, top area contributor share=39.86%, final setup violation count=0, Insertion Delay late pin=0.27 ns, non-filler instance count after layout=115
-- power by group through the flow --
stage	clock [mW]	combinational [mW]	sequential, mW
CTS	0.146	0.00853	0.212
global route	0.157	0.00991	0.212
finish	0.139	0.00699	0.212
-- cells in the mapped netlist --
library cell / number
nand3b_1: 1
a21oi_1: 1
nor2_1: 1
conb_1: 1
inv_1: 4
o311ai_2: 4
mux2i_1: 1
nand3_1: 1
nand4_1: 2
nand2_1: 4
or3_1: 1
nand3_2: 1
nand2b_1: 1
o21ai_2: 1
o21ai_0: 1
dfrtp_1: 11
o211ai_2: 1
a22oi_2: 1
and3_2: 1
buf_2: 1
ha_1: 1
o21a_1: 1
o2111ai_1: 2
o2bb2ai_1: 1
nor2b_1: 1
buf_4: 16
a21oi_2: 2
a41oi_1: 1
-- metal layers --
metal  vias up  part of all wire (%)  global-route usage, %
met4         0                  0.64                 0.3521
met3         2                   8.0                  2.273
met1       225                    47                  4.983
met5         -                     0                      0
li1        211                     -                      -
met2        18                    44                  5.377
-- through the flow --
step / hold WS [ns] / setup slack (ns)
floorplan: 0.1244 / 0.9099
global placement: 0.4817 / 0.7519
detailed placement: 0.4864 / 0.7224
CTS: 0.4874 / 0.5443
global route: 0.5079 / 0.5253
finish: 0.4742 / 0.5604
-- how the worst min path moves through the flow --
stage,from,to,depth (start not counted)
final,rst_n,rx_state[1],1
after CTS,rst_n,rx_done_reg,1
after global routing,rst_n,rx_done_reg,1
-- cells by family after synthesis --
group	count (synthesis)
compound gates	16
other cells	1
simple gates	14
buf+inv	21
mux	1
fa+ha+maj	1
flops	11
-- layout by cell type, fill, tap and decap left out, drive strengths merged --
cell / Yosys / layout
a21oi: 3 / 3
a22oi: 1 / 1
a41oi: 1 / 1
and3: 1 / 1
clkbuf: 0 / 4
clkdlybuf4s50: 0 / 2
conb: 1 / 16
dfrtp: 11 / 11
ha: 1 / 1
inv: 4 / 4
mux2i: 1 / 1
nand2: 4 / 4
nand2b: 1 / 1
nand3: 2 / 2
nand3b: 1 / 1
nand4: 2 / 2
nor2: 1 / 1
nor2b: 1 / 1
o2111ai: 2 / 2
o211ai: 1 / 1
o21a: 1 / 1
o21ai: 2 / 2
o2bb2ai: 1 / 1
o311ai: 4 / 4
or3: 1 / 1
-- cell type report --
type	count	area, um^2
clock buffers	4	26.28
fillers	378	2690
inverters	4	15.01
multi-input cells	48	331.6
flip-flops and latches	11	275.3
well taps	46	57.56
repair buffers	2	20.02
Power and IR drop assume default switching activity.
