===== design/flow/run.sh =====
#!/bin/bash
# OpenROAD 26Q1-2900-gdf79404cd8, Yosys 0.63+post, stock flow scripts
make -C /OpenROAD-flow-scripts/flow DESIGN_CONFIG=/design/flow/config.mk WORK_HOME=/design/flow/orfs finish

===== design/flow/design.v =====
module SIGMOID_APPROX_FN(
input reg [15:0] in,
output reg [15:0] out
);
function [15:0] piecewise_sig_stage1(
input [15:0] in
);
	begin
		if(in >= (16'd5 << 8))
			piecewise_sig_stage1 = (16'd1 << 8);
		else if ((in >= 16'h0260) && (in < (16'd5 << 8)))
			piecewise_sig_stage1 = (in>>5);
		else if ((in >= (16'd1 << 8)) && (in < 16'h0260))
			piecewise_sig_stage1 = (in>>3);
		else
			piecewise_sig_stage1 = (in>>2);
	end
endfunction
function [15:0] piecewise_sig_stage2(
input [15:0] in,
input [15:0] temp
);
	begin
		if(in >= (16'd5 << 8))
			piecewise_sig_stage2 = (16'd1 << 8);
		else if ((in >= 16'h0260) && (in < (16'd5 << 8))) 
			piecewise_sig_stage2 = temp + 16'h00D8;
		else if ((in >= (16'd1 << 8)) && (in < 16'h0260))
			piecewise_sig_stage2 = temp + 16'h00A0;
		else 
			piecewise_sig_stage2 = temp + 16'h0080;
	end
endfunction
reg [15:0] temp1, temp2, result;
reg sign;
always @(in) begin
	temp1 = in[15] ? piecewise_sig_stage1(~in+1) : piecewise_sig_stage1(in);
	temp2 = in[15] ? (~in + 1) : in;
	sign = in[15];
	result = sign ? ((16'd1 << 8) - piecewise_sig_stage2(temp2, temp1)) : piecewise_sig_stage2(temp2, temp1);
end
always @(*)
begin
	if(result == 0) out = 0;
	else out = result;
end
endmodule

===== design/flow/config.mk =====
export PLATFORM = sky130hd
export DESIGN_NAME = SIGMOID_APPROX_FN
export DESIGN_NICKNAME = SIGMOID_APPROX_FN
export VERILOG_FILES = /design/flow/design.v
export SDC_FILE = /design/flow/constraint.sdc
export NUM_CORES = 4
export LEC_CHECK = 1
export CORE_AREA = 10 10 93 93
export DIE_AREA = 0 0 103 103

===== design/flow/constraint.sdc =====
current_design SIGMOID_APPROX_FN

set clk_period 12.0
set clk_io_pct 0.2

create_clock -name clk0 -period $clk_period

set non_clock_inputs [all_inputs -no_clocks]
set_input_delay [expr $clk_period * $clk_io_pct] -clock clk0 $non_clock_inputs
set_output_delay [expr $clk_period * $clk_io_pct] -clock clk0 [all_outputs]

==> results.txt <==
run metrics: status finished clean, switching portion of total power 57.8%, hpwl dp 4630 um, Finished Cell Area 0.00220 sq mm, Cells after Synth 280, CP cell instances clkdlybuf4s50_1 > nor3_1 > a21boi_0 > or2_2 > and3_1 > o21bai_1 > inv_1 > a22oi_1 > ha_1 > o2111a_1 > or4b_1 > xnor2_1 > clkdlybuf4s50_1, Die Y 103 um, # Cells Yosys 280, Critical Path Fanout Max 12, via count of the first global-routing pass 2024, YS warnings 1, post-CTS setup buffer count 0, leakage 0.756 nW, Most Frequent Cell on Critical Path clkdlybuf4s50_1, Post-synth seq share 0%, die area approximately 0.011 sq mm, drt via density 5.87, routed wire length 5840 um, combinational share of power about 100%, slew margin rel. 30.5%, final-report setup violation count 0, Area Growth Syn to Fin 18.7%, Setup TNS 0 ps, Final Hold Viols 0, sequential share of power 0%, Final Cycle Share between 80% and 90%, Initial Utilization 27.5%, critical path's slowest cell nor3_1, IO Port Bufs 32, Seq cells 0, Core Area a little under 0.007 sq mm, I/O Pins 32, non-filler cells, final approximately 380, DR DRC count 0, fin crit period 10040 ps, largest net degree at the start of global routing 43, VDD IR max about 0.0099 mV, wire per inst ~16 um, placed cell areas 0.00220 sq mm, setup ws final approximately 2000 ps, Data arrival, critical path 7640 ps, Setup crit end kind primary output, Hold Path Class input port to primary output, Starting DRT DRC Count 233, Placer Congestion 0.937, cell area after synthesis 0.00186 sq mm, DRT Pass-1 Iters 4, Hold Path Depth 4, GRT Overall Usage 11.0%, n_diodes 0, hold_buf cts 0, area reported by Yosys stat 0.00186 sq mm, sw power roughly 0.000032 W, die width 103 um, Top Layout Cells nand2_1 (32), clkdlybuf4s50_1 (32), nor2_1 (20), nand3_1 (19), o21ai_0 (14), Clock Buffer Count 0, # placed instances 375, syn_area_per_cell 6.63 sq um, fmax 99.6 MHz, DRT antenna net count 0, post-synth cell types 71, crit path DRT about 9600 ps, Post-CTS Resized 0, first-pass GRT wire length 9850 um, GRT Residual Overflow 0, tool warnings 34, crit path kind input port to primary output, Critical Path Source Type input port, antenna violations before repair 0, P_int roughly 0.000023 W, Clock Power Share 0%, Sequential Area 0 sq um, Slew Viols, Final 0, RSZ-0062 raised after global routing false, layout cells sized above 1 7.12%, routed vias 2201, Tightest Pin Transition 1030 ps, Max-Cap Viols 0, crit-path max cell delay 920 ps, # rows 30, worst setup slack after placement approximately 2000 ps, Pwr Density 24.9 mW/mm^2
## path summary, 6_finish.rpt
path	from	end	slack, ps
hold / removal	in[15]	out[11]	6050
setup / recovery	in[5]	out[8]	1960
## kinds of logic after synthesis
group | synth area share, %
buffers and inverters | 6.41
adder cells (fa/ha/maj) | 4.72
XOR/XNOR | 8.97
AND/OR/NAND/NOR | 37.0
multiplexers | 3.84
other | 0.405
AND-OR/OR-AND | 38.7
## worst max-delay path: cells and delay by family
family	cells	cell delay (ps)
buffers and inverters	3	1410
and+or+nand+nor	4	1960
xor gates and xnor gates	1	150
AOI/OAI and AO/OA	4	1460
adders and majority gates	1	260
## cell usage after synthesis, types with 3 or more instances
| cell type | count | area (sq um) |
|---|---|---|
| o21ai_0 | 14 | 70.1 |
| inv_1 | 8 | 30.0 |
| a21oi_1 | 12 | 60.1 |
| a31oi_1 | 4 | 25.0 |
| a21boi_0 | 3 | 22.5 |
| a211o_1 | 3 | 26.3 |
| clkbuf_1 | 13 | 48.8 |
| nor3_1 | 6 | 30.0 |
| or2_2 | 3 | 18.8 |
| o21a_1 | 3 | 22.5 |
| nand2_1 | 32 | 120 |
| xor2_1 | 7 | 61.3 |
| nand4_1 | 3 | 18.8 |
| or4_1 | 3 | 22.5 |
| xnor2_1 | 12 | 105 |
| nor4_1 | 6 | 37.5 |
| o31ai_1 | 5 | 37.5 |
| mux2i_1 | 6 | 60.1 |
| a211oi_1 | 4 | 30.0 |
| nor2_1 | 20 | 75.1 |
| o211a_1 | 3 | 30.0 |
| o2bb2ai_1 | 4 | 35.0 |
| nor2b_1 | 6 | 37.5 |
| nand3_1 | 19 | 95.1 |
| o31a_1 | 3 | 26.3 |
| and3_1 | 6 | 37.5 |
| or3_1 | 5 | 31.3 |
| o211ai_1 | 6 | 45.0 |
| ha_1 | 7 | 87.6 |
## per-layer routing
layer	GRT usage, %	up-vias	part of all wire, %
met5	0	-	0
met4	2.25	0	1.8
met3	0.609	8	3.4
met2	18.0	48	47
met1	15.5	1036	47
li1	-	1109	-
## power groups by stage
stage | registers, W | logic (W) | clock network (W)
global route | 0 | 0.0000605 | 0
finish | 0 | 0.0000547 | 0
CTS | 0 | 0.0000543 | 0
## area by class of cell
cell class,instances,area (sq um)
fill,731,4550
multi-input combinational,253,1740
timing repair buffer,34,335
tap,80,100
inverter,8,30.0
## through the flow
step | util (%) | total power, W | hold WS (ps)
finish | 32.6 | 0.0000547 | 6050
global route | 32.6 | 0.0000605 | 6080
CTS | 32.6 | 0.0000543 | 6050
detailed placement | 32.6 | 0.0000541 | 6050
global placement | 32.6 | 0.0000541 | 6050
floorplan | - | 0.0000365 | 5150
No activity file was given, so power comes from the tool's default toggle rates.
